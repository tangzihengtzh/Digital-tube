===== run.sh =====
#!/bin/bash
# OpenROAD 26Q1-2900-gdf79404cd8, Yosys 0.63+post, stock flow scripts
make -C /OpenROAD-flow-scripts/flow DESIGN_CONFIG=/design/flow/config.mk WORK_HOME=/design/flow/orfs finish

===== config.mk =====
export PLATFORM = sky130hd
export DESIGN_NAME = seven_segment_display
export DESIGN_NICKNAME = seven_segment_display
export VERILOG_FILES = /design/flow/design.v
export SDC_FILE = /design/flow/constraint.sdc
export NUM_CORES = 4
export LEC_CHECK = 1
export CORE_UTILIZATION = 30

===== constraint.sdc =====
current_design seven_segment_display

set clk_period 4.2
set clk_io_pct 0.2

create_clock -name clk0 -period $clk_period [get_ports {clk}]

set non_clock_inputs [all_inputs -no_clocks]
set_input_delay [expr $clk_period * $clk_io_pct] -clock clk0 $non_clock_inputs
set_output_delay [expr $clk_period * $clk_io_pct] -clock clk0 [all_outputs]

===== design.v =====
module outctrl (
    input wire clk,
    input wire rst,
	 input wire [15:0]vec,
    output reg enable,
    output reg databit,
    output wire shcp,
    output reg stcp
);
    reg [3:0] cnt_clk_16;
    reg flag_cnt_clk_16;
    always @(negedge clk) begin
			if (cnt_clk_16 == 4'b0000) begin  
				 cnt_clk_16 <= 0;               
				 flag_cnt_clk_16 <= ~flag_cnt_clk_16;          
			end else begin
				 cnt_clk_16 <= cnt_clk_16 + 1;
			end
    end
reg [3:0] index;
assign shcp=flag_cnt_clk_16;
always @(posedge flag_cnt_clk_16) begin
		 enable<=0;
		 index<=index+1'b1;
		 if(index==4'b1000)
			stcp<=1'b1;
		 else
			stcp<=1'b0;		
end
reg [15:0]ShowAll;
always @(negedge flag_cnt_clk_16) begin
	if(rst==0)begin
		ShowAll<=16'hFF00;
		databit<=ShowAll[index];
	end
	else begin
		databit<=vec[index];
	 end
end
endmodule
module seven_segment_display(
    input wire reset,
    input wire clk,
    input wire [7:0] datain1,
    input wire [7:0] datain2,
    input wire [7:0] datain3,
    input wire [7:0] datain4,
    input wire [7:0] datain5,
    input wire [7:0] datain6,
    output wire enable,
    output wire databit,
    output wire shcp,
    output wire stcp
);
    reg [15:0]vec;
    reg [3:0]index;
    reg [31:0]refresh;
    reg flag_refresh;
    always @(posedge clk) begin
			if (refresh==5209) begin
				 refresh<=0;
				 flag_refresh<=1;
			end else begin
				 refresh<=refresh+1;
				 flag_refresh<=0;
			end
    end
    always @(posedge clk) begin
        if (reset==0) begin
            index<=0;
        end else begin
            if (flag_refresh==1) begin
                if (index<6) begin
                    index<=index+1;
                end else begin
                    index<=0;
                end
            end
        end
    end
    reg [3:0] cnt_clk_16;
    reg flag_cnt_clk_16;
    always @(posedge clk) begin
        if (reset==0) begin
            cnt_clk_16 <= 0;
            flag_cnt_clk_16 <= 0;
        end else begin
            if (cnt_clk_16 == 4'b1111) begin   
                cnt_clk_16 <= 0;                
                flag_cnt_clk_16 <= 1;           
            end else begin
                cnt_clk_16 <= cnt_clk_16 + 1;   
                flag_cnt_clk_16 <= 0;           
            end
        end
    end
    always @(posedge clk) begin
			if(flag_refresh)begin
				case (index)
					 0: vec <= {6'b100000, 2'b00, datain1};
					 1: vec <= {6'b010000, 2'b00, datain2};
					 2: vec <= {6'b001000, 2'b00, datain3};
					 3: vec <= {6'b000100, 2'b00, datain4};
					 4: vec <= {6'b000010, 2'b00, datain5};
					 5: vec <= {6'b000001, 2'b00, datain6};
					 default: ;
				endcase
			end
    end
    outctrl driver (
        .clk(clk),
        .rst(reset),
        .vec(vec),
        .enable(enable),
        .databit(databit),
        .shcp(shcp),
        .stcp(stcp)
    );
endmodule

==> flow_summary.yaml <==
# yosys + openroad results
power_and_ir_drop:
  vdd_ir_drop_max_v: 0.000148
  leakage_uw: 0.00136
  power_density_nw_per_um2: 246
cells_and_area:
  drive_gt1_share_pct: 7.74
  area_delta_synth_final_pct: 24.9
  logic_area_um2: 1410
  fin_cells: 465
  ff_latch_area_um2: 1390
  num-fill-cells: 920
  fin_util_pct: 39.0
drt:
  routed_wl_um: 5960
  wl_per_cell_um: 12.8
  drtAntennaViolNets: 0
  drt_iter0_markers: 72
  dr.pass1.iters: 5
  vias_per_cell: 4.66
  antennaDiodeCount: 0
  vias: 2168
  drc: 0
critical_path:
  slowest_stage: "clkdlybuf4s50_1"
  path_max_fanout: 2
  max_stage_delay_ns: 0.46
  critical_path_required_ns: 3.36
  timing.setup.critical_path_class: "flip-flop to output port"
  path_buffers: 1
  crit_path_start_kind: "flip-flop"
  worstSetupEndpointType: "output port"
  crit_arrival_ns: 3.26
  crit_chain: "clkdlybuf4s50_1"
  critical_path.top_delay_family: "buffers and inverters"
floorplanning:
  fp_util_pct: 31.3
  die_h_um: 101
  core-area_um2: 9370
  io_pins: 54
  die-area_um2: 10200
  rows: 35
  die_w_um: 101
min_path:
  holdCritPathClass: "flip-flop to flip-flop"
global_routing:
  grt_first_pass_wirelength_um: 9690
  grt_start_max_net_pins: 19
  grt-ovfl-total: 0
  antenna_found_initial: 0
  track_usage_pct: 12.3
  grt_pass1_vias: 2118
synth:
  synthTopCellsByCount: "47 x dfxtp_1, 26 x nor2_1, 19 x xor2_1, 16 x inv_1"
  synth_area_um2: 2930
  most_common_cell: "dfxtp_1"
  yosysCellCount: 282
  synth_top_area_share_pct: 32.1
  synthCells: 282
  ff_type: "dfxtp_1"
  largest_area_cell: "dfxtp_1"
  synthArstFlopShare_pct: 0
  edf_count: 15
  ys_area_um2: 2930
  synth_cell_types: 46
  ys_warn_count: 2
  avgSynthCellArea_um2: 10.4
  ys_ff: 62
  ys_seq_share_pct: 47.5
  synthTopCellsByArea: "dfxtp_1 32%, edfxtp_1 15%, xor2_1 5.7%"
clock_network:
  hold_buffers: 0
  htreeDepth: 2
  cts_tree: "built"
  cts_inserted_buffers: 5
  path_clk_slew_ns: 0.03
  root_buffer: "clkbuf_8"
  clkLatencyLatePin_ns: 0.30
  clockBufferDepth: 2
timing:
  finalSetupViolations: 0
  unclocked_pins: 6
  drv_slew: 0
  fin_tns_setup_ns: 0
  setup_slack_ns: 0.0969
  hold_viol_final: 0
  clock_skew_ns: 0.00830
  grt_setup_unrepaired: "false"
  slew_headroom_pct: 41.3
  untimed_endpoints: 8
  worst_slew_pin_slew_ns: 0.872
  hold_ws_ns: 0.453
run_status:
  status: "complete, no violations"
placed_design:
  preCtsSetupSlack_ns: 0.345
  dpl.hpwl_um: 4420
  portBuffers: 52
  routabilityCongestion: 0.792
  dpl.cell_count: 452
job:
  drv_cap: 0
  warning_count: 36
-- kinds of logic (layout without fill, tap and decap cells) --
kind of cell | count (synthesis) | in the layout | synth area share [%]
AND/OR/NAND/NOR | 107 | 107 | 22.1
flip-flops | 62 | 62 | 47.5
AND-OR/OR-AND | 34 | 34 | 8.50
XOR/XNOR | 34 | 34 | 10.2
buffers and inverters | 28 | 82 | 4.31
adder cells (fa/ha/maj) | 10 | 10 | 4.27
multiplexers | 6 | 6 | 3.03
other | 1 | 1 | 0.128
-- placed cells by master (no fill, tap or decap), drive strengths merged, types with 6 or more instances in the layout --
master and instances:
nand3 12, nor3b 7, clkbuf 6, a222oi 8, nand2 15, xor2 19, inv 20, a22oi 8
clkdlybuf4s50 52, nor2 26, nor3 6, edfxtp 15, ha 10, xnor2 15, dfxtp 47, nand4 6
nor4 13, a31oi 9
-- cell type report --
| type | instances | area share (%) |
|---|---|---|
| inverters | 15 | 1.54 |
| clock buffers | 6 | 1.98 |
| clock inverters | 7 | 0.787 |
| well taps | 129 | 4.41 |
| multi-input cells | 192 | 38.6 |
| flip-flops and latches | 62 | 38.0 |
| repair buffers | 54 | 14.6 |
-- report_power, final --
part	internal (uW)	switching (uW)
sequential	552	0
clock	122	174
combinational	42.3	10.7
-- stage by stage --
| stage | power (uW) | instance area, um2 |
|---|---|---|
| 6_report | 901 | 3660 |
| 4_1_cts | 915 | 3660 |
| 3_3_place_gp | 626 | 3550 |
| 3_5_place_dp | 626 | 3550 |
| 2_1_floorplan | 578 | 2930 |
| 5_1_grt | 941 | 3660 |
-- per-layer routing --
| metal | wire (um) | vias up | track usage (%) |
|---|---|---|---|
| li1 | - | 1124 | - |
| met1 | 2550 | 990 | 15.3 |
| met2 | 3010 | 47 | 23.0 |
| met3 | 363 | 7 | 2.33 |
| met4 | 39 | 0 | 1.23 |
| met5 | 0 | - | 0 |
-- registers in the layout (all words and copies together), names as in the netlist --
register / count
driver.databit: 1
flag_refresh: 1
driver.stcp: 1
vec: 14
refresh: 32
driver.flag_cnt_clk_16: 1
driver.cnt_clk_16: 4
driver.index: 4
index: 4
-- what timing repair did --
| action | CTS | global route |
|---|---|---|
| setup endpoints to repair | 1 | 0 |
| buffers inserted | 1 | 0 |
| endpoints found under the hold margin | 0 | 0 |
| gates resized | 0 | 0 |
-- path summary, 6_finish.rpt --
check                         startpoint                   end  slack (ns)  cells past startpoint
setup / recovery  driver.flag_cnt_clk_16                  shcp         0.1                      1
hold / removal      driver.cnt_clk_16[0]  driver.cnt_clk_16[0]        0.45                      1
setup reg to reg                index[1]               vec[10]        1.46                      4
hold reg to reg     driver.cnt_clk_16[0]  driver.cnt_clk_16[0]        0.45                      1
Power and IR drop assume default switching activity.
